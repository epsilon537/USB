==> flow/design.v <==
package ioaddr;
   parameter [15:0] RAM_BASE_ADDR   = 16'h2000;
   parameter [15:0] BOARD_BASE_ADDR = 16'h5000;
   parameter [11:0] LEDG            = 12'h000;
   parameter [11:0] LEDR            = 12'h002;
   parameter [11:0] HEX0            = 12'h010;
   parameter [11:0] HEX1            = 12'h012;
   parameter [11:0] HEX2            = 12'h014;
   parameter [11:0] HEX3            = 12'h016;
   parameter [11:0] KEY             = 12'h020;
   parameter [11:0] SW              = 12'h022;
   parameter [15:0] SIE_BASE_ADDR   = 16'h6000;
   parameter [11:0] USB_TX_DATA     = 12'h000;
   parameter [11:0] USB_TX_CONTROL  = 12'h002;
   parameter [11:0] USB_RX_DATA     = 12'h004;
   parameter [11:0] USB_RX_CONTROL  = 12'h006;
endpackage
`default_nettype none
module usb_reset
  (input  wire  reset_i,         
   input  wire  clk,             
   input  wire  se0,             
   input  wire  usb_full_speed,  
   output logic reset_o);        
   logic [1:13] counter;         
   always_ff @(posedge clk)
     if (reset_i)
       counter <= 13'b0;
     else
       if (se0)
         if (usb_full_speed)
	   counter[1:13] <= {^counter[11:13] ^~ counter[8], counter[1:12]};
         else
	   counter[1:10] <= {counter[10] ^~ counter[7], counter[1:9]};
       else
	 counter <= 13'b0;
   always_comb
     if (usb_full_speed)
       reset_o = reset_i || counter == 13'h0001;
     else
       reset_o = reset_i || counter == 13'h0008;
endmodule
`resetall
==> flow/run.sh <==
#!/bin/bash
# OpenROAD 26Q1-2900-gdf79404cd8, Yosys 0.63+post, stock flow scripts
make -C /OpenROAD-flow-scripts/flow DESIGN_CONFIG=/design/flow/config.mk WORK_HOME=/design/flow/orfs finish
==> flow/config.mk <==
export PLATFORM = sky130hd
export DESIGN_NAME = usb_reset
export DESIGN_NICKNAME = usb_reset
export VERILOG_FILES = /design/flow/design.v
export SDC_FILE = /design/flow/constraint.sdc
export NUM_CORES = 4
export LEC_CHECK = 1
export CORE_AREA = 10 10 70 70
export DIE_AREA = 0 0 80 80
==> flow/constraint.sdc <==
current_design usb_reset

set clk_period 1.2
set clk_io_pct 0.2

create_clock -name clk0 -period $clk_period [get_ports {clk}]

set non_clock_inputs [all_inputs -no_clocks]
set_input_delay [expr $clk_period * $clk_io_pct] -clock clk0 $non_clock_inputs
set_output_delay [expr $clk_period * $clk_io_pct] -clock clk0 [all_outputs]
==> impl_metrics.py <==
# Metrics from the implementation run
metrics = {
    "clocking": {
        "clkSinkCount": 13,
        "cts_tree": "built",
        "postCtsSetupRepairBufs": 0,
        "path_clk_slew_ps": 70,
        "cts_root_buffer": "clkbuf_4",
        "cts_buffers": 3,
        "clk_path_buf_depth": 2,
        "clk_latency_ps": 270,
        "h-tree-depth": 1,
    },
    "global_route": {
        "first_global_vias": 352,
        "grt_pass1_wl_um": 1500,
        "met2_usage_pct": 3.69,
        "globalRouteOverflowTotal": 0,
        "antenna_found_initial": 0,
        "met3_usage_pct": 1.59,
        "grt_start_max_net_pins": 10,
        "track_usage_pct": 2.89,
        "grt_use_met1_pct": 4.20,
        "busiest_layer": "met1",
    },
    "cells_and_area": {
        "layout_top_cells": "dfxtp_1 (11), and2_1 (9), buf_4 (9)",
        "synthToLayoutAreaGrowth_pct": 42.0,
        "regMostFlops": "counter",
        "fill_cells": 393,
        "largest_reg_flops": 13,
        "combGateArea_um2": 220,
        "regArea_um2": 263,
        "drive_gt1_share_pct": 31.7,
        "stdcell_count": 106,
        "top_regs": "counter (13)",
        "utilization_pct": 19.6,
        "lay_top_count": "dfxtp_1",
    },
    "critical_path": {
        "critPathLaunchType": "register",
        "crit_arrival_ps": 1140,
        "crit_fanout": 2,
        "reg2reg_from": "counter[13]",
        "setup.worst_path.end_class": "primary output",
        "worstSetupPathType": "register to primary output",
        "crit_required_ps": 960,
        "crit_start": "counter[7]",
        "r2r_slack_ps": 100,
    },
    "floorplanning": {
        "die_h_um": 80,
        "fp_util_pct": 13.8,
        "num_io_pins": 5,
        "chipArea_um2": 6400,
        "die_x_um": 80,
        "core_um2": 3420,
        "rows": 21,
    },
    "routing": {
        "drc": 0,
        "drtPass1Iterations": 4,
        "routed_wl_um": 828,
        "drtIter0Drc": 8,
        "n_antenna_cell": 0,
        "drt-vias-per-instance": 3.25,
        "ant_nets": 0,
        "avgRoutedWirePerCell_um": 7.81,
        "num_vias": 344,
    },
    "power": {
        "switching_share_pct": 20.0,
        "peakVddDrop_uv": 612,
        "power.density_nw_per_um2": 1090,
        "switching_power_mw": 0.146,
        "clock_power_share_pct": 35.4,
        "power_mw": 0.729,
        "p_comb_share_pct": 4.9,
        "seqPwrFrac_pct": 59.7,
        "p_leak_nw": 0.274,
        "intPower_mw": 0.583,
    },
    "final_timing": {
        "timing.fmax_ghz": 0.723,
        "rsz0062_at_grt": "true",
        "fin_setup_tns_ps": -183,
        "hold_viol": 0,
        "tightest_slew_ps": 271,
        "finClkSkew_ps": 5.10,
        "fin_ws_ps": -183,
        "hold_slack_ps": 458,
        "max_slew_margin_pct": 81.8,
        "fin_crit_ps": 1380,
        "finalMaxSlewViolations": 0,
        "setup_viol": 1,
        "finalCritPeriodShare_pct": 115,
    },
    "synthesis": {
        "compound_area_share_pct": 6.12,
        "ys_warn_count": 1,
        "adder_share_pct": 0,
        "ys_top_cells_by_area": "dfxtp_1 (55%), and2_1 (12%), mux2i_1 (6.4%)",
        "ys_sh_mux_pct": 6.38,
        "yosysTopAreaCell": "dfxtp_1",
        "synth_area_um2": 470,
        "yosysTopAreaCellShare_pct": 55.3,
        "synth_cell_types": 15,
        "syn_avg_cell_area_um2": 10.7,
        "synthesis.instances": 44,
        "ys_seq_share_pct": 55.3,
        "ys_sh_xor_pct": 7.45,
        "synth_flop_count": 13,
        "synthSimpleGateAreaFrac_pct": 23.7,
        "top_logic_kind": "simple AND/OR/NAND/NOR gates",
        "ys_cells": 44,
        "ys_area_um2": 470,
    },
    "min_path": {
        "hp-class": "register to register",
        "min_from": "counter[6]",
    },
    "outcome": {
        "violations": "setup timing",
        "outcome": "finished, violations left",
    },
    "placement": {
        "dp.cells": 102,
        "place.gp.congestion": 0.696,
        "dp_hpwl_um": 634,
        "port_buffers": 4,
    },
    "job": {
        "tool_warnings": 27,
        "drv_cap": 0,
    },
}
## metrics by stage
step,instance area [um2],setup slack (ps)
CTS,666,-214
finish,668,-183
detailed placement,631,-707
global route,668,-259
global placement,631,-728
floorplan,470,172
## power by group through the flow
stage	Sequential, mW	Clock (mW)	Combinational, mW
after global routing	0.436	0.287	0.0389
final	0.436	0.258	0.0357
after CTS	0.435	0.274	0.0356
## repair_timing
item	in CTS	in global routing
gates cloned	0	0
gates resized	8	1
endpoints found under the setup margin	1	10
hold buffers	0	0
pin swaps	3	0
## layout make-up
type | instances | area share [%]
clock buffers | 4 | 3.93
multi-input cells | 30 | 33.0
flip-flops and latches | 13 | 39.3
well taps | 46 | 8.61
repair buffers | 13 | 15.2
## final timing paths
path / to / cells after the start
max: reset_o / 3
min: counter[7] / 1
min reg2reg: counter[7] / 1
max reg2reg: counter[1] / 4
## Yosys cell counts
cell / number
dfxtp_1: 13
and2_1: 9
nor2_1: 4
mux2i_1: 3
xnor2_1: 3
nand2b_1: 2
nor4_1: 2
a211oi_2: 1
a41o_1: 1
buf_2: 1
nand2_1: 1
nor2b_1: 1
nor3_1: 1
o22ai_1: 1
xor2_1: 1
## cell families (layout without fill, tap and decap cells)
group,Yosys count,in the layout
AOI/OAI and AO/OA,3,3
xor gates and xnor gates,4,4
buffers and inverters,1,17
DFF,13,13
muxes,3,3
and+or+nand+nor,20,20
## critical path, stage by stage (launching register included)
cell	delay (ps)
dfxtp_2	330
nor4_2	260
a41o_1	190
buf_2	90
## layer usage
metal  up-vias  wire, um  share of wire, %
li1        180         -                 -
met1       154       465                56
met2         8       306                37
met3         2        47               5.7
met4         0         8              0.97
met5         -         0                 0
Power and IR drop assume default switching activity.
